==> /design/flow/design.v <==
`timescale  1ns/1ns
`timescale  1ns/1ns
`timescale 1ns / 1ps
module CP0(clk,clr,a1,a2,wdbus,pc8_m,bdin,hwint,exccodein,we,exlclr,cp0_rd,cp0_epc,intreq);
input [4:0] a1,a2,exccodein;
input [31:0] wdbus,pc8_m;
input clk,clr, bdin,we,exlclr;
input [5:0] hwint; 
output [31:0] cp0_rd,cp0_epc;
output intreq;
reg [31:0] cause,sr,epc,prid;
wire hwreq;
assign hwreq=(|(sr[15:10]&hwint))&sr[0]&(~sr[1]);
assign intreq=hwreq|(exccodein!=0&&sr[1]==0);
assign cp0_rd=(a1==12)?sr:
					(a1==13)?cause:
					(a1==14)?epc:
					(a1==15)?prid:
					32'h17230001;
assign cp0_epc=epc;
initial begin
	epc=0; cause=0;prid=32'h17231181;sr=0;
	sr[15:10]=6'b000000; sr[0]=0;sr[1]=0;
end
wire [31:0] pc8_mc;
assign pc8_mc={pc8_m[31:2],2'b0};
always@(posedge clk)
	begin
		if(clr)
			begin
				epc=0; cause=0;prid=32'h17231181;
				sr[15:10]=6'b111111; sr[0]=1;
			end
		else if(hwreq)
			begin
				sr[1]<=1; cause[31]<=bdin; cause[15:10]<=hwint;cause[6:2]<=0;
				epc<=(bdin==1)?pc8_mc-12:pc8_mc-8;
			end
		else if(exccodein!=0&&sr[1]==0)
			begin
				sr[1]<=1; cause[31]<=bdin; cause[15:10]<=hwint; cause[6:2]<=exccodein;
				epc<=(bdin==1)?pc8_mc-12:pc8_mc-8;
			end
		else if(exlclr)
			begin
				cause[15:10]<=hwint;sr[1]<=0;
			end
		else if(we)
			begin
				cause[15:10]<=hwint;
				if(a2==12)
					sr<=wdbus;
				else if(a2==14)
					epc<=wdbus;
				else if(a2==15)
					prid<=wdbus;
			end
		else 
			cause[15:10]<=hwint;
	end
endmodule
==> /design/flow/run.sh <==
#!/bin/bash
# OpenROAD 26Q1-2900-gdf79404cd8, Yosys 0.63+post, stock flow scripts
make -C /OpenROAD-flow-scripts/flow DESIGN_CONFIG=/design/flow/config.mk WORK_HOME=/design/flow/orfs finish
==> /design/flow/config.mk <==
export PLATFORM = sky130hd
export DESIGN_NAME = CP0
export DESIGN_NICKNAME = CP0
export VERILOG_FILES = /design/flow/design.v
export SDC_FILE = /design/flow/constraint.sdc
export NUM_CORES = 4
export LEC_CHECK = 1
export CORE_UTILIZATION = 50
==> /design/flow/constraint.sdc <==
current_design CP0

set clk_period 10.6
set clk_io_pct 0.2

create_clock -name clk0 -period $clk_period [get_ports {clk}]

set non_clock_inputs [all_inputs -no_clocks]
set_input_delay [expr $clk_period * $clk_io_pct] -clock clk0 $non_clock_inputs
set_output_delay [expr $clk_period * $clk_io_pct] -clock clk0 [all_outputs]
==> flow_summary.yaml <==
# implementation run metrics
status:
  outcome: "finished clean"
cells_and_area:
  drive_gt1_share_pct: 8.76
  logic_area_mm2: 0.00283
  final_cells: 867
  mostFrequentLayoutCell: "clkdlybuf4s50_1"
  area_growth_syn_to_layout_pct: 32.9
  layout_top_cells: "150 x clkdlybuf4s50_1, 83 x dfxtp_1, 70 x nand2_1"
  seqCellArea_mm2: 0.00241
  fillers: 807
  fin_util_pct: 69.3
die:
  rows: 37
  fp_util_pct: 52.2
  die_height_um: 106
  io_pins: 155
  core_area_mm2: 0.0105
  die_area_mm2: 0.0113
  fp.dieW_um: 106
setup_path:
  critical_path.top_delay_family: "buffers and inverters"
  path_cells: "clkdlybuf4s50_1, buf_4, and2_1, buf_4, a21oi_1, nor2_1, clkdlybuf4s50_1"
  path_max_fanout: 33
  worst-setup-path-type: "primary input to output port"
  worst_setup_path_start_kind: "primary input"
  slowest_delay_ns: 0.49
  path_buffers: 4
  reg2reg_to: "sr[18]"
  crit_arrival_ns: 4.27
  rr_worst_depth: 7
  cp.required_ns: 8.48
  r2r_slack_ns: 8.37
  critPathCaptureType: "output port"
  cp.depth: 7
  r2r_start: "sr[12]"
  slowest_stage: "clkdlybuf4s50_1"
clock_tree:
  cts_buffers: 9
  hold_buffers: 0
  cts_resized: 0
  clock_latency_ns: 0.37
  cts_tree: "yes"
  root_buffer: "clkbuf_8"
  ctsHtreeMaxLevel: 3
  cts_buffer_depth: 2
  cts.sinks: 108
  path_clk_slew_ns: 0.11
  postCtsSetupBuffers: 0
routing:
  ant_nets: 0
  drt_first_pass_iters: 5
  drc: 0
  num_vias: 4997
  num_antenna_cells: 0
  dr.first_iter.drc_count: 338
  wirelength_mm: 15.3
  wl_per_cell_um: 17.6
  via_per_inst: 5.76
logic_synthesis:
  synth_cells: 594
  async_flop_share_pct: 0
  ys_seq_share_pct: 44.2
  yosysChipArea_mm2: 0.00546
  syn_area_mm2: 0.00546
  ys_types: 47
  ys_ff: 108
  yosys_most_used_dff: "dfxtp_1"
  edf_count: 25
  avgSynthCellArea_um2: 9.19
  yosysWarnings: 1
  yosysCellCount: 594
timing:
  fmax_ghz: 0.157
  rsz0062_at_grt: "no"
  worstMarginPinSlew_ns: 0.666
  setup_viol: 0
  min_period_ns: 6.39
  setup_tns_ns: 0
  slew_headroom_pct: 55.6
  slew_viol_final: 0
  skew_ns: 0.0126
  hold_viol: 0
  hold_slack_ns: 0.455
  finalClockPeriodUsage_pct: 60.2
  setup_ws_ns: 4.21
flow_run:
  drv_cap: 0
  warnings: 29
power:
  max-vdd-ir-drop_mv: 0.0638
  p_per_area_mw_per_mm2: 114
  p_seq_share_pct: 53.7
  power.internal_mw: 0.607
  combPwrFrac_pct: 18.2
  p_sw_share_pct: 26.6
  p_clk_share_pct: 28.1
  leakage_nw: 2.58
  p_sw_mw: 0.220
place:
  dp.cells: 851
  gp_congestion: 0.891
  port_buffers: 152
  post-dp-hpwl_mm: 10.4
  post-place-ws_ns: 4.26
worst_hold_path:
  min_path_type: "register to register"
  hp-start: "prid[13]"
  hold_end: "prid[13]"
  hold_depth: 2
global_routing:
  grtUsageTotal_pct: 29.1
  grt_max_degree: 60
  grt_pass1_vias: 4762
  grt-ovfl-total: 0
  grt_first_pass_wirelength_mm: 24.4
  antenna_found_initial: 0
worst min-delay path, cell delays in order (launching register included):
cell and delay [ns]:
dfxtp_1 0.32, nand2_1 0.05, a21oi_1 0.05
cells in the mapped netlist, types with 2 or more instances:
cell,n,area share (%)
xnor2_1,14,2.2
mux2_2,12,2.5
mux2i_1,46,8.4
nand2_1,70,4.8
nor2b_1,18,2.1
or4_1,4,0.55
buf_1,3,0.21
inv_1,10,0.69
o21a_1,3,0.41
dfxtp_1,83,30
or2_2,2,0.23
and3_1,2,0.23
nor2_1,48,3.3
nor3_1,28,2.6
nand3_1,12,1.1
nor4_1,7,0.80
mux4_2,12,5.0
ha_1,3,0.69
or3_1,5,0.57
o211a_1,2,0.37
o21ai_0,28,2.6
buf_2,8,0.73
edfxtp_1,25,14
a221oi_1,5,0.80
a21oi_1,68,6.2
o41ai_1,4,0.64
a22oi_1,3,0.41
clkbuf_1,34,2.3
xor2_1,4,0.64
o31ai_1,3,0.41
or4_4,2,0.41
a211oi_1,11,1.5
cell type report:
type | count | share of cell area (%)
clock buffers | 10 | 1.76
clock inverters | 6 | 0.656
inverters | 10 | 0.518
multi-input cells | 430 | 39.1
flip-flops and latches | 108 | 33.3
well taps | 136 | 2.35
repair buffers | 167 | 22.4
power by group through the flow:
stage | Sequential, mW | Clock (mW) | Combinational [mW]
CTS | 0.444 | 0.236 | 0.151
global route | 0.446 | 0.254 | 0.164
finish | 0.444 | 0.232 | 0.150
worst max path at each step:
stage / start / end / slack, ns
6_report: a1[0] / cp0_rd[1] / 4.21
4_1_cts: a1[0] / cp0_rd[1] / 4.23
5_1_grt: a1[0] / cp0_rd[1] / 4.12
flip-flops by register name, indices dropped and copies added, names as in the netlist:
| name | count |
|---|---|
| epc | 32 |
| prid | 32 |
| sr | 32 |
| cause | 12 |
cell families after synthesis:
| kind of cell | after synthesis | share of synthesized area (%) |
|---|---|---|
| muxes | 71 | 16.1 |
| and+or+nand+nor | 205 | 17.6 |
| xor gates and xnor gates | 18 | 2.89 |
| DFF | 108 | 44.2 |
| adders and majority gates | 3 | 0.688 |
| AOI/OAI and AO/OA | 133 | 14.3 |
| buffers and inverters | 56 | 4.17 |
per-layer routing:
layer	global-route usage [%]	wire length (um)	vias to the layer above
met5	0	0	-
met4	4.31	162	0
met3	10.6	1690	13
met2	41.6	6730	253
met1	45.5	6700	2337
li1	-	-	2394
stage by stage:
stage	area (um^2)	total power [mW]
3_3_place_gp	7080	0.601
3_5_place_dp	7080	0.603
2_1_floorplan	5460	0.515
4_1_cts	7250	0.831
5_1_grt	7250	0.864
6_report	7250	0.827
Power and IR drop assume default switching activity.
