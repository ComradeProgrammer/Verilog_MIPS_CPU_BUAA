`flow/config.mk`:
```
export PLATFORM = sky130hd
export DESIGN_NAME = octled
export DESIGN_NICKNAME = octled
export VERILOG_FILES = /design/flow/design.v
export SDC_FILE = /design/flow/constraint.sdc
export NUM_CORES = 4
export LEC_CHECK = 1
export CORE_UTILIZATION = 30
```
`flow/constraint.sdc`:
```
current_design octled

set clk_period 10.7
set clk_io_pct 0.2

create_clock -name clk0 -period $clk_period [get_ports {clk}]

set non_clock_inputs [all_inputs -no_clocks]
set_input_delay [expr $clk_period * $clk_io_pct] -clock clk0 $non_clock_inputs
set_output_delay [expr $clk_period * $clk_io_pct] -clock clk0 [all_outputs]
```
`flow/design.v`:
```
`timescale  1ns/1ns
`timescale  1ns/1ns
`timescale 1ns / 1ps
module octled(digital_tube0,digital_tube1,digital_tube2,
              sel0,sel1,sel2,
				  clk,clr,t_addr,t_we,t_wd,octled_rd);
output [7:0] digital_tube0,digital_tube1,digital_tube2;
input clk,clr,t_we;
input [31:0]t_addr,t_wd;
output [31:0] octled_rd;
output [3:0] sel0,sel1;
output sel2;
reg [9:0] cnt;
reg [35:0] data;
assign sel0=(clr)?4'b0000:
				(cnt[9:8]==2'b00)?4'b0001:
				(cnt[9:8]==2'b01)?4'b0010:
				(cnt[9:8]==2'b10)?4'b0100:
				                  4'b1000;
assign sel1=sel0;
assign sel2=(clr)?1'b0:
				1'b1;
assign octled_rd=(t_addr>=32'h7f38 &&t_addr<32'h7f3c)?data[31:0]:
						(t_addr>=32'h7f3c &&t_addr<32'h7f40)?{28'b0,data[3:0]}:
						32'h17231181;
wire [7:0] tmp[17:0];
assign tmp[0]= 8'h81;      assign tmp[8]=8'h80;
assign tmp[1]= 8'hcf ;     assign tmp[9]=8'h84;
assign tmp[2]=	8'h92	;		assign tmp[10]=8'h88;
assign tmp[3]=	8'h86	;		assign tmp[11]=8'he0;
assign tmp[4]=	8'hcc	;		assign tmp[12]=8'hb1;
assign tmp[5]=	8'ha4	;		assign tmp[13]=8'hc2;
assign tmp[6]=	8'ha0	;		assign tmp[14]=8'hb0;
assign tmp[7]=	8'h8f	;		assign tmp[15]=8'hb8;
assign tmp[16]=8'hff;  assign tmp[17]=8'hfe; 
wire [31:0] ndata;
assign ndata=($signed(data[31:0])>=0)?data[31:0]:(~data[31:0])+1;
assign digital_tube0=(sel0==4'b0001)?tmp[ndata[3:0]]:
                      (sel0==4'b0010)?tmp[ndata[7:4]]:
							 (sel0==4'b0100)?tmp[ndata[11:8]]:
							 tmp[ndata[15:12]];
assign digital_tube1=(sel1==4'b0001)?tmp[ndata[19:16]]:
                      (sel1==4'b0010)?tmp[ndata[23:20]]:
							 (sel1==4'b0100)?tmp[ndata[27:24]]:
							 tmp[ndata[31:28]];
assign digital_tube2= 
							$signed(data[31:0])>=0?tmp[16]:tmp[17];
always @(posedge clk)
	begin
	if(clr)
		begin
			data<=36'b0;
			cnt<=10'b0;
		end
	else
		begin
			cnt<=cnt+1;
			if(t_we&& (t_addr>=32'h7f38 && t_addr<=32'h7f3f))
				begin
					if (t_addr>=32'h7f38 &&t_addr<32'h7f3c)
						data[31:0]<=t_wd;
					else
						data[35:32]<=t_wd[3:0];
				end
		end
	end
endmodule
```
`flow/run.sh`:
```
#!/bin/bash
# OpenROAD 26Q1-2900-gdf79404cd8, Yosys 0.63+post, stock flow scripts
make -C /OpenROAD-flow-scripts/flow DESIGN_CONFIG=/design/flow/config.mk WORK_HOME=/design/flow/orfs finish
```
==> results.txt <==
The synthesis and PnR run went through. The core region is 15,830 sq um. The longest clock path from root to sink contains 2 buffers. Row count landed at 46. The violation tally recorded at the end of detailed-routing iteration 0 is 416. STA classifies the critical path endpoint as a primary output.

By area the synthesized netlist is led by sky130_fd_sc_hd__dfxtp_1 17%, sky130_fd_sc_hd__nand2_1 8.2%, sky130_fd_sc_hd__a21oi_1 5.8%. The global route stage reports its total congestion overflow as 0. Per the synth log, the flip-flop and latch total comes to 42. The worst setup path is of the input port to primary output kind. The detailed router placed 5,255 vias in this run. Number of pins exceeding their max-slew limit in the final report landed at 0. The flow reports an fmax of 0.1357 GHz.

Final number of setup-violating endpoints landed at 0. At the worst endpoint, the arrival time is 5230 ps. The count of nets left with antenna violations once routing finished came out at 0. After synthesis, the chip area reported by Yosys is 4850 sq um. Worst setup slack after layout landed at 3333 ps.

Per the timing report, the most critical flop-to-flop path originates at cnt[8]. The type recorded for the worst min-delay path is flop to flop. The cell area that synthesis handed to floorplanning was 4850 sq um. Number of H-tree levels landed at 2. For this configuration, the core starts out at a cell density of 0.3064. The pre-antenna-repair detailed-routing pass consisted of 5 iterations.

The share of synthesized area in the top cell type comes to 0.1734. The detailed router reports a met2 wire length of 6353 microns. Clock-pin slew on the worst setup and hold paths landed at 60 ps.

Placer congestion estimate landed at 0.9278. Worst slack after detailed placement landed at 3343 ps. For the final database, setup skew stands at 3.520 ps.

IR analysis of the VDD net gives a maximum drop of 0.06518 mV. Share of flip-flops with an asynchronous set or reset after synthesis landed at 0. The cell type that accounts for the most area after synthesis is sky130_fd_sc_hd__dfxtp_1. Setup repair after global routing left no endpoint under its margin.

Post-synth the commonest register cell is sky130_fd_sc_hd__dfxtp_1. The first global-routing pass estimated 24,450 microns of wire. Per the placement log, port buffering inserted 120 buffers.

Clock tree synthesis found a total of 42 sinks. Number of flops mapped to enable cells by yosys landed at 0. Per the detail_route log, met3 wirelength is 738 microns.

In this run the full chip footprint comes out at 16,680 sq um. The cell count after synthesis came out at 699. The transition time recorded at the tightest slew-check pin is 938.9 ps.

In this run the layout overhead on the synthesized area is reported as 28.97%. Final hold violation count landed at 0. Initial antenna violation count landed at 0. Power density over cell area landed at 58.81 nW/um^2. Post-synthesis cell count from yosys landed at 699. The filler cells instantiated in the layout total 1,632. After detailed routing, the number of vias per cell comes to 5.292.

The flow ran to the end, and the final reports show no timing, DRC or antenna violations. Static leakage landed at 0.002122 uW. The routed design ends up with an antenna cell count of 0. The final report gives the core utilization as 0.3952. Relative slew slack landed at 0.3719. Fraction of final layout cells sized beyond drive strength 1 landed at 0.05920. The report lists the number of cells resized after CTS as 0. Required time of the worst setup path landed at 8560 ps. Maximum fanout encountered on the critical timing path landed at 45. Portion of the post-synthesis area used by sequential elements landed at 0.1734. The number of global-route vias before repair is 4,724. The cell sitting at the root of the clock tree is a sky130_fd_sc_hd__clkbuf_16. The tool warning count for the run is 28.

In this run, post-CTS hold repair placed 0 buffers. Per the OpenROAD floorplan log, the height of the die is 129.1 microns. Post-detailed-routing wire length landed at 14,850 microns. Routed length per placed instance landed at 14.95 microns. Routed signal wires occupy layers up through met4. STA classifies the critical path startpoint as an input port. Share of the cycle needed by the critical path after routing landed at 0.6885.

Routed length on met1 landed at 7596 microns. The clock reaches the later pin of the worst-skew pair after 280 ps. The worst hold path begins at cnt[0]. Aggregate negative setup slack landed at 0 ps. Number of warnings issued by yosys landed at 1. Number of buffers added by the clock tree synthesis step landed at 5.

Per the detail_route report, DRC violations left total 0. TritonCTS built the clock tree. The report counts max-capacitance violations totalling 0. Time the worst path needs with I/O delays and setup landed at 7367 ps. Total cell area at the placement stage landed at 6086 sq um. After clock tree synthesis, the setup repair step added 0 buffers. Chip width landed at 129.1 microns. Overall routing resource usage landed at 0.1848. Half-perimeter wire length after detailed placement landed at 11,520 microns. In this run the worst setup path begins at clr. The floorplan report gives the top-level pin count as 132. Synthesized area per cell landed at 6.938 sq um. After routing the design area is 6255 sq um. Counting distinct cell types in the post-synthesis netlist gives 76. Maximum number of pins on one net before global-route repair landed at 46.
[state kept, by name, indices dropped and copies added, names as in the netlist]
register	cells
data	32
cnt	10
[power by group]
part	switching (uW)	internal (uW)
sequential	0.787	157
combinational	10.7	25.5
clock	58.5	115
total	70.0	298
[synthesized netlist by cell type, types with 4 or more instances]
cell and instances:
sky130_fd_sc_hd__nand2_1 106, sky130_fd_sc_hd__a21oi_1 56, sky130_fd_sc_hd__nor2_1 50, sky130_fd_sc_hd__clkbuf_1 42
sky130_fd_sc_hd__dfxtp_1 42, sky130_fd_sc_hd__o21ai_0 40, sky130_fd_sc_hd__xnor2_1 30, sky130_fd_sc_hd__nor3_1 25
sky130_fd_sc_hd__xor2_1 25, sky130_fd_sc_hd__nand3_1 22, sky130_fd_sc_hd__and2_1 20, sky130_fd_sc_hd__buf_4 13
sky130_fd_sc_hd__inv_1 13, sky130_fd_sc_hd__nand2b_1 12, sky130_fd_sc_hd__nand4_1 11, sky130_fd_sc_hd__nor4_1 11
sky130_fd_sc_hd__o31ai_1 11, sky130_fd_sc_hd__a21o_1 10, sky130_fd_sc_hd__or3_1 10, sky130_fd_sc_hd__o22ai_1 7
sky130_fd_sc_hd__a31oi_1 6, sky130_fd_sc_hd__o32ai_1 6, sky130_fd_sc_hd__or4_1 6, sky130_fd_sc_hd__a211oi_1 5
sky130_fd_sc_hd__a22oi_1 5, sky130_fd_sc_hd__buf_6 5, sky130_fd_sc_hd__o211ai_1 5, sky130_fd_sc_hd__o31ai_2 5
sky130_fd_sc_hd__a211o_1 4, sky130_fd_sc_hd__a311oi_1 4, sky130_fd_sc_hd__and3_1 4, sky130_fd_sc_hd__buf_2 4
sky130_fd_sc_hd__nor2b_1 4, sky130_fd_sc_hd__o21ai_1 4, sky130_fd_sc_hd__o31ai_4 4, sky130_fd_sc_hd__o41ai_1 4
sky130_fd_sc_hd__xor2_2 4
[metal layers]
layer,global-route usage,vias to the layer above
met3,0.01640,11
li1,-,2667
met1,0.2983,2416
met2,0.2745,161
met4,0.02076,0
met5,0,-
[per-stage QoR]
step | hold slack, ps | instances | total power [uW]
2_1_floorplan | 413.0 | 707 | 171.3
3_3_place_gp | 426.9 | 986 | 198.0
3_5_place_dp | 439.9 | 986 | 198.0
4_1_cts | 445.8 | 993 | 372.4
5_1_grt | 476.8 | 993 | 381.6
6_report | 451.7 | 993 | 367.8
[placed cells by master, fill, tap and decap left out, types with 11 or more instances in the layout]
| cell type | netlist | routed |
|---|---|---|
| sky130_fd_sc_hd__clkdlybuf4s50_1 | 0 | 120 |
| sky130_fd_sc_hd__nand2_1 | 106 | 106 |
| sky130_fd_sc_hd__a21oi_1 | 56 | 56 |
| sky130_fd_sc_hd__nor2_1 | 50 | 50 |
| sky130_fd_sc_hd__dfxtp_1 | 42 | 41 |
| sky130_fd_sc_hd__o21ai_0 | 40 | 40 |
| sky130_fd_sc_hd__xnor2_1 | 30 | 30 |
| sky130_fd_sc_hd__xor2_1 | 25 | 25 |
| sky130_fd_sc_hd__nor3_1 | 25 | 24 |
| sky130_fd_sc_hd__nand3_1 | 22 | 22 |
| sky130_fd_sc_hd__and2_1 | 20 | 20 |
| sky130_fd_sc_hd__inv_1 | 13 | 13 |
| sky130_fd_sc_hd__nand2b_1 | 12 | 12 |
| sky130_fd_sc_hd__nor4_1 | 11 | 11 |
| sky130_fd_sc_hd__nand4_1 | 11 | 11 |
| sky130_fd_sc_hd__o31ai_1 | 11 | 11 |
[final timing paths]
path	end	depth (start not counted)	slack (ps)
setup / recovery	digital_tube0[6]	10	3330
hold / removal	cnt[0]	1	450
setup reg to reg	cnt[8]	3	9510
hold reg to reg	cnt[0]	1	450
[worst max-delay path, cell delays in order]
cell,delay [ps]
sky130_fd_sc_hd__clkdlybuf4s50_1,450
sky130_fd_sc_hd__buf_4,410
sky130_fd_sc_hd__nor2_1,290
sky130_fd_sc_hd__nand2_1,370
sky130_fd_sc_hd__clkinv_1,420
sky130_fd_sc_hd__o2111ai_1,240
sky130_fd_sc_hd__nand3_1,110
sky130_fd_sc_hd__a311oi_1,230
sky130_fd_sc_hd__nand2_1,110
sky130_fd_sc_hd__clkdlybuf4s50_1,440
[area by class of cell]
class	count	area (sq um)	area share
clock buffers	6	138.9	0.02220
clock inverters	1	30.03	0.004801
inverters	16	60.06	0.009602
multi-input cells	583	3645	0.5827
flip-flops and latches	42	842.1	0.1346
well taps	216	270.3	0.04321
repair buffers	129	1269	0.2028
[cell families after synthesis]
| logic type | count (synthesis) | share of synthesized area |
|---|---|---|
| simple gates | 297 | 0.2988 |
| xor+xnor | 59 | 0.1127 |
| buf+inv | 82 | 0.08230 |
| mux | 3 | 0.006192 |
| compound gates | 209 | 0.3119 |
| flops | 42 | 0.1734 |
| fa+ha+maj | 6 | 0.01393 |
| other cells | 1 | 0.0007733 |
Power is estimated from default activity; no workload was simulated.
